## flow/design.v

```verilog
module tdp_ram_14_5
  (input  a_clk,
   input  a_wr,
   input  [4:0] a_addr,
   input  [13:0] a_din,
   input  b_clk,
   input  b_wr,
   input  [4:0] b_addr,
   input  [13:0] b_din,
   output [13:0] a_dout,
   output [13:0] b_dout);
  reg [13:0] n200_data;  
  reg [13:0] n203_data;  
  assign a_dout = n203_data;
  assign b_dout = n200_data;
  reg [13:0] mem[31:0] ;  
  initial begin
    mem[31] = 14'b00000000000000;
    mem[30] = 14'b00000000000000;
    mem[29] = 14'b00000000000000;
    mem[28] = 14'b00000000000000;
    mem[27] = 14'b00000000000000;
    mem[26] = 14'b00000000000000;
    mem[25] = 14'b00000000000000;
    mem[24] = 14'b00000000000000;
    mem[23] = 14'b00000000000000;
    mem[22] = 14'b00000000000000;
    mem[21] = 14'b00000000000000;
    mem[20] = 14'b00000000000000;
    mem[19] = 14'b00000000000000;
    mem[18] = 14'b00000000000000;
    mem[17] = 14'b00000000000000;
    mem[16] = 14'b00000000000000;
    mem[15] = 14'b00000000000000;
    mem[14] = 14'b00000000000000;
    mem[13] = 14'b00000000000000;
    mem[12] = 14'b00000000000000;
    mem[11] = 14'b00000000000000;
    mem[10] = 14'b00000000000000;
    mem[9] = 14'b00000000000000;
    mem[8] = 14'b00000000000000;
    mem[7] = 14'b00000000000000;
    mem[6] = 14'b00000000000000;
    mem[5] = 14'b00000000000000;
    mem[4] = 14'b00000000000000;
    mem[3] = 14'b00000000000000;
    mem[2] = 14'b00000000000000;
    mem[1] = 14'b00000000000000;
    mem[0] = 14'b00000000000000;
    end
  always @(posedge b_clk)
    if (b_wr)
      mem[b_addr] <= b_din;
  always @(posedge b_clk)
    if (1'b1)
      n200_data <= mem[b_addr];
  always @(posedge a_clk)
    if (a_wr)
      mem[a_addr] <= a_din;
  always @(posedge a_clk)
    if (1'b1)
      n203_data <= mem[a_addr];
endmodule
module irq_fifo
  (input  clk,
   input  reset,
   input  [13:0] config_addr,
   input  config_en,
   input  config_wr,
   input  [31:0] config_wdata,
   input  sel,
   input  irq_data_fifo_data_valid,
   input  irq_irq_fifo_data_valid,
   input  [13:0] irq_data_fifo_data,
   output [31:0] config_slv_rdata,
   output config_slv_error,
   output irq_irq_sig,
   output irq_data_sig);
  wire [47:0] n0_o;
  wire [31:0] n2_o;
  wire n3_o;
  wire irq_not_empty;
  wire data_not_empty;
  wire next_error;
  wire irq_read;
  wire data_read;
  wire irq_not_full;
  wire data_not_full;
  wire [4:0] data_w_ptr;
  wire [4:0] data_r_ptr;
  wire [4:0] irq_w_ptr;
  wire [4:0] irq_r_ptr;
  wire [4:0] w_ptr;
  wire [4:0] r_ptr;
  wire [13:0] w_data;
  wire n8_o;
  wire n9_o;
  wire n12_o;
  wire n13_o;
  wire [4:0] n17_o;
  wire n18_o;
  wire n20_o;
  wire n22_o;
  wire n23_o;
  wire n24_o;
  wire n25_o;
  wire [4:0] n29_o;
  wire n30_o;
  wire n32_o;
  wire n34_o;
  wire n35_o;
  wire n36_o;
  wire n37_o;
  wire n39_o;
  wire [4:0] n40_o;
  wire n43_o;
  wire n44_o;
  wire n45_o;
  wire n46_o;
  wire [10:0] n47_o;
  wire n49_o;
  wire n51_o;
  wire [1:0] n52_o;
  reg n55_o;
  reg n58_o;
  reg n61_o;
  reg [4:0] n62_o;
  wire n64_o;
  wire n66_o;
  wire n68_o;
  wire [4:0] n69_o;
  wire n71_o;
  wire n74_o;
  wire n77_o;
  wire n79_o;
  wire n81_o;
  wire n82_o;
  wire n83_o;
  localparam n85_o = 1'b0;
  localparam [13:0] n86_o = 14'b00000000000000;
  wire [13:0] tdpram_n87;
  wire [13:0] tdpram_a_dout;
  wire [13:0] tdpram_b_dout;
  wire n94_o;
  wire n96_o;
  wire [4:0] n98_o;
  wire [4:0] n100_o;
  wire [4:0] n101_o;
  wire [4:0] n103_o;
  reg [4:0] n106_q;
  wire n110_o;
  wire n112_o;
  wire [4:0] n114_o;
  wire [4:0] n116_o;
  wire [4:0] n117_o;
  wire [4:0] n119_o;
  reg [4:0] n122_q;
  wire n126_o;
  wire n128_o;
  wire [4:0] n130_o;
  wire [4:0] n132_o;
  wire [4:0] n133_o;
  wire [4:0] n135_o;
  reg [4:0] n138_q;
  wire n142_o;
  wire n144_o;
  wire [4:0] n146_o;
  wire [4:0] n148_o;
  wire [4:0] n149_o;
  wire [4:0] n151_o;
  reg [4:0] n154_q;
  wire n159_o;
  reg n163_q;
  wire [32:0] n164_o;
  assign config_slv_rdata = n2_o;
  assign config_slv_error = n3_o;
  assign irq_irq_sig = irq_not_empty;
  assign irq_data_sig = data_not_empty;
  assign n0_o = {config_wdata, config_wr, config_en, config_addr};
  assign n2_o = n164_o[31:0];
  assign n3_o = n164_o[32];
  assign irq_not_empty = n9_o;  
  assign data_not_empty = n13_o;  
  assign next_error = n71_o;  
  assign irq_read = n74_o;  
  assign data_read = n77_o;  
  assign irq_not_full = n25_o;  
  assign data_not_full = n37_o;  
  assign data_w_ptr = n122_q;  
  assign data_r_ptr = n154_q;  
  assign irq_w_ptr = n106_q;  
  assign irq_r_ptr = n138_q;  
  assign w_ptr = n40_o;  
  assign r_ptr = n69_o;  
  assign w_data = irq_data_fifo_data;  
  assign n8_o = irq_w_ptr == irq_r_ptr;
  assign n9_o = n8_o ? 1'b0 : 1'b1;
  assign n12_o = data_w_ptr == data_r_ptr;
  assign n13_o = n12_o ? 1'b0 : 1'b1;
  assign n17_o = irq_r_ptr - 5'b00001;
  assign n18_o = irq_w_ptr == n17_o;
  assign n20_o = irq_w_ptr == 5'b01111;
  assign n22_o = irq_r_ptr == 5'b00000;
  assign n23_o = n20_o & n22_o;
  assign n24_o = n18_o | n23_o;
  assign n25_o = n24_o ? 1'b0 : 1'b1;
  assign n29_o = data_r_ptr + 5'b00001;
  assign n30_o = data_w_ptr == n29_o;
  assign n32_o = data_w_ptr == 5'b10000;
  assign n34_o = data_r_ptr == 5'b11111;
  assign n35_o = n32_o & n34_o;
  assign n36_o = n30_o | n35_o;
  assign n37_o = n36_o ? 1'b0 : 1'b1;
  assign n39_o = ~irq_data_fifo_data_valid;
  assign n40_o = n39_o ? irq_w_ptr : data_w_ptr;
  assign n43_o = n0_o[14];
  assign n44_o = sel & n43_o;
  assign n45_o = n0_o[15];
  assign n46_o = ~n45_o;
  assign n47_o = n0_o[10:0];
  assign n49_o = n47_o == 11'b00000000000;
  assign n51_o = n47_o == 11'b00000000001;
  assign n52_o = {n51_o, n49_o};
  always @*
    case (n52_o)
      2'b10: n55_o <= 1'b0;
      2'b01: n55_o <= 1'b0;
      default: n55_o <= 1'b1;
    endcase
  always @*
    case (n52_o)
      2'b10: n58_o <= 1'b0;
      2'b01: n58_o <= 1'b1;
      default: n58_o <= 1'b0;
    endcase
  always @*
    case (n52_o)
      2'b10: n61_o <= 1'b1;
      2'b01: n61_o <= 1'b0;
      default: n61_o <= 1'b0;
    endcase
  always @*
    case (n52_o)
      2'b10: n62_o <= data_r_ptr;
      2'b01: n62_o <= irq_r_ptr;
      default: n62_o <= data_r_ptr;
    endcase
  assign n64_o = n46_o ? n55_o : 1'b1;
  assign n66_o = n46_o ? n58_o : 1'b0;
  assign n68_o = n46_o ? n61_o : 1'b0;
  assign n69_o = n79_o ? n62_o : data_r_ptr;
  assign n71_o = n44_o ? n64_o : 1'b0;
  assign n74_o = n44_o ? n66_o : 1'b0;
  assign n77_o = n44_o ? n68_o : 1'b0;
  assign n79_o = n44_o & n46_o;
  assign n81_o = irq_irq_fifo_data_valid & irq_not_full;
  assign n82_o = irq_data_fifo_data_valid & data_not_full;
  assign n83_o = n81_o | n82_o;
  assign tdpram_n87 = tdpram_b_dout;  
  tdp_ram_14_5 tdpram (
    .a_clk(clk),
    .a_wr(n83_o),
    .a_addr(w_ptr),
    .a_din(w_data),
    .b_clk(clk),
    .b_wr(n85_o),
    .b_addr(r_ptr),
    .b_din(n86_o),
    .a_dout(),
    .b_dout(tdpram_b_dout));
  assign n94_o = irq_irq_fifo_data_valid & irq_not_full;
  assign n96_o = irq_w_ptr == 5'b01111;
  assign n98_o = irq_w_ptr + 5'b00001;
  assign n100_o = n96_o ? 5'b00000 : n98_o;
  assign n101_o = n94_o ? n100_o : irq_w_ptr;
  assign n103_o = reset ? 5'b00000 : n101_o;
  always @(posedge clk)
    n106_q <= n103_o;
  assign n110_o = irq_data_fifo_data_valid & data_not_full;
  assign n112_o = data_w_ptr == 5'b10000;
  assign n114_o = data_w_ptr - 5'b00001;
  assign n116_o = n112_o ? 5'b11111 : n114_o;
  assign n117_o = n110_o ? n116_o : data_w_ptr;
  assign n119_o = reset ? 5'b11111 : n117_o;
  always @(posedge clk)
    n122_q <= n119_o;
  assign n126_o = irq_read & irq_not_empty;
  assign n128_o = irq_r_ptr == 5'b01111;
  assign n130_o = irq_r_ptr + 5'b00001;
  assign n132_o = n128_o ? 5'b00000 : n130_o;
  assign n133_o = n126_o ? n132_o : irq_r_ptr;
  assign n135_o = reset ? 5'b00000 : n133_o;
  always @(posedge clk)
    n138_q <= n135_o;
  assign n142_o = data_read & data_not_empty;
  assign n144_o = data_r_ptr == 5'b10000;
  assign n146_o = data_r_ptr - 5'b00001;
  assign n148_o = n144_o ? 5'b11111 : n146_o;
  assign n149_o = n142_o ? n148_o : data_r_ptr;
  assign n151_o = reset ? 5'b11111 : n149_o;
  always @(posedge clk)
    n154_q <= n151_o;
  assign n159_o = reset ? 1'b0 : next_error;
  always @(posedge clk)
    n163_q <= n159_o;
  assign n164_o = {n163_q, 18'b000000000000000000, tdpram_n87};
endmodule
```

## flow/run.sh

```bash
#!/bin/bash
# OpenROAD 26Q1-2900-gdf79404cd8, Yosys 0.63+post, stock flow scripts
make -C /OpenROAD-flow-scripts/flow DESIGN_CONFIG=/design/flow/config.mk WORK_HOME=/design/flow/orfs finish
```

## flow/config.mk

```make
export PLATFORM = sky130hd
export DESIGN_NAME = irq_fifo
export DESIGN_NICKNAME = irq_fifo
export VERILOG_FILES = /design/flow/design.v
export SDC_FILE = /design/flow/constraint.sdc
export NUM_CORES = 4
export LEC_CHECK = 1
export CORE_UTILIZATION = 50
```

## flow/constraint.sdc

```tcl
current_design irq_fifo

set clk_period 24.0
set clk_io_pct 0.2

create_clock -name clk0 -period $clk_period [get_ports {clk}]

set non_clock_inputs [all_inputs -no_clocks]
set_input_delay [expr $clk_period * $clk_io_pct] -clock clk0 $non_clock_inputs
set_output_delay [expr $clk_period * $clk_io_pct] -clock clk0 [all_outputs]
```

==> deck_impl_summary.md <==
Key Metrics from the Run

Outcome
  – Outcome: complete, no violations

Finish
  – Reg area: 14,200 um2
  – Post-layout util: 57.5%
  – Multi-input gate area: 4930 um2
  – Final Cell Area: 22,300 um2
  – Commonest non-fill, non-tap cells in the layout: 448 x edfxtp_1, 236 x mux2i_1, 112 x a22oi_1
  – Fill count: 2,971
  – Share of cells above drive strength 1: 11.9%
  – Area Growth Syn to Fin: 13.4%
  – Final cell count without fillers: 1,835
  – Commonest Layout Cell: edfxtp_1

Synth
  – Main synth FF type: edfxtp_1
  – Adder Share, Synth: 0.636%
  – #FFs+latches synth: 483
  – Syn Std Cell Area: 19,700 um2
  – Async S/R FF share, synth: 0%
  – Cells after Synth: 1,192
  – Yosys aoi share: 6.80%
  – YS warnings: 2
  – Synthesis area per yosys: 19,700 um2
  – Yosys cell types: 53
  – Mux share: 12.4%
  – Logic family by area: multiplexers
  – Synth Area in Simple Gates: 3.73%
  – Xor+xnor area frac: 0.936%
  – Post-synth EDFFs: 448
  – Register area share after synthesis: 72.0%
  – Synth Area per Inst: 16.5 um2
  – # Cells Yosys: 1,192

Final timing
  – Final worst slack: 15.04 ns
  – # setup viols final: 0
  – Setup TNS: 0 ns
  – Worst-Margin Slew: 0.970 ns
  – Fmax: 112 MHz
  – Max Slew Vio Count: 0
  – RSZ-0062 raised after global routing: no
  – Final hold viol count: 0
  – Max_slew headroom: 35.2%
  – Tcrit/Tclk final: 37.3%
  – Clk_skew: 0.0124 ns
  – Hold slack: 0.539 ns
  – Min Clock Period, post-route: 8.96 ns

Place
  – Placed inst area: 20,700 um2
  – Dpl cells: 1,746
  – Pre-CTS setup slack: 14.50 ns
  – Gpl congestion: 0.829
  – Post-DP HPWL: 25.0 mm
  – Number of port buffers: 48

Global routing
  – Largest net degree at the start of global routing: 99
  – Gr ovfl total: 0
  – Vias in the first global route: 10,627
  – Gr usage total: 24.5%
  – First-pass GRT wire length: 65.2 mm
  – Antenna violations before repair: 0

Pwr
  – Pleak: 7.04 nW
  – Sequential share of power: 54.4%
  – Worst VDD drop: 71.4 uV
  – PD cells: 77.1 nW/um2
  – Clock Power Share: 43.0%
  – Total internal power: 1.38 mW
  – Comb pwr share: 2.6%
  – Total power: 1.72 mW
  – Psw: 0.338 mW
  – Switching share of power: 19.7%

CTS
  – CTS Buf Count: 49
  – Post_cts resized: 0
  – CTS H-Tree Depth: 2
  – Clock sinks: 483
  – Postcts setup bufs: 0
  – Root Driver: clkbuf_16
  – Clock slew at reported path FFs: 0.06 ns
  – Clk latency of the worst-skew pair: 0.58 ns
  – CTS tree: done
  – Cts hold-fix bufs: 0
  – Longest Clk Path Bufs: 3

Floorplanning
  – FP Core Util: 50.7%
  – Core Rows: 72
  – Die H: 200 um
  – Ports: 102
  – Die area: 40,100 um2
  – Die X-Extent: 200 um
  – Core Region: 38,700 um2

Hold path
  – Hold/Removal Path Class: reg2reg

Drt
  – DRT Pass-1 Iters: 5
  – Total wire length: 43.5 mm
  – Ant. Diodes: 0
  – DRC: 0
  – Final ANT Viol Nets: 0
  – Vias: 10,327
  – Vias per inst: 5.63
  – Drt first-iter violations: 510
  – Drt wl/cell: 23.7 um

Job
  – Max cap viols: 0
  – Tool warnings: 64

Critical path
  – CP Capture Type: register
  – Worst Setup Start Kind: primary input
  – Critical Path Fanout Max: 98
  – Critical path arrival: 9.40 ns
  – Crit path DRT: 24.44 ns
  – Setup Crit Path Kind: in2reg
## per-layer routing
layer	up-vias	GRT usage (%)	part of all wire (%)
met2	431	35.0	47
met5	-	0	0
met4	0	4.25	2.0
li1	4811	-	-
met3	63	12.4	12
met1	5022	38.1	40
## cell usage after synthesis, types with 3 or more instances
cell / instances / area share, %
xnor2_1: 13 / 0.58
nor2_1: 48 / 0.92
buf_12: 5 / 0.51
nand2_1: 29 / 0.55
ha_1: 10 / 0.64
buf_8: 4 / 0.31
buf_1: 5 / 0.095
mux2_2: 6 / 0.34
edfxtp_1: 448 / 68
o21ai_0: 7 / 0.18
inv_1: 15 / 0.29
buf_6: 7 / 0.40
a21oi_1: 62 / 1.6
or3_1: 3 / 0.095
o211ai_1: 3 / 0.11
nor4_2: 14 / 0.89
xor2_1: 8 / 0.36
clkbuf_4: 6 / 0.23
buf_2: 14 / 0.36
buf_4: 22 / 0.84
nand3_1: 14 / 0.36
mux2i_1: 237 / 12
dfxtp_1: 35 / 3.6
a22oi_1: 112 / 4.3
nand2b_1: 4 / 0.13
clkbuf_1: 23 / 0.44
nor3_1: 3 / 0.076
## power groups by stage
stage | registers [mW] | clock network, mW | logic [mW]
finish | 0.934 | 0.739 | 0.0440
global route | 0.934 | 0.785 | 0.0485
CTS | 0.934 | 0.754 | 0.0446
## logic make-up after synthesis
logic type               count (synthesis)
multiplexers                           243
adder cells (fa/ha/maj)                 10
other                                    1
AND-OR/OR-AND                          199
AND/OR/NAND/NOR                        134
flip-flops                             483
buffers and inverters                  101
XOR/XNOR                                21
## registers in the layout, summed over array words and instances (netlist names)
signal,flops
n106_q,5
n122_q,5
n138_q,5
n154_q,5
n163_q,1
tdpram.mem,448
tdpram.n200_data,14
## final timing paths
kind	from	endpoint	slack, ns	depth (start not counted)
setup / recovery	config_addr[5]	tdpram.n200_data[3]	15.04	13
hold / removal	n138_q[4]	n138_q[4]	0.54	1
setup reg to reg	n154_q[1]	tdpram.mem[10][11]	20.05	10
hold reg to reg	n138_q[4]	n138_q[4]	0.54	1
## area by class of cell
class                      count  share of cell area [%]
clock buffer                  64                    6.18
sequential                   483                    63.5
multi-input combinational    625                    22.1
clock inverter                25                   0.887
tap                          518                    2.91
inverter                      15                   0.253
timing repair buffer         105                    4.13
## worst max-delay path, cell delays in order
cell and delay, ns:
clkdlybuf4s50_1 0.40, nor4_1 0.27, nand3_1 0.13, nor2_1 0.14
ha_1 0.16, nand4b_1 0.57, mux2i_4 0.38, buf_12 0.51
buf_4 0.76, mux2i_1 0.26, a22oi_1 0.11, a21oi_1 0.55
nor4_2 0.12
No activity file was given, so power comes from the tool's default toggle rates.
